$ cat run.sh
#!/bin/bash
# OpenROAD 26Q1-2900-gdf79404cd8, Yosys 0.63+post, stock flow scripts
make -C /OpenROAD-flow-scripts/flow DESIGN_CONFIG=/design/flow/config.mk WORK_HOME=/design/flow/orfs finish
$ cat config.mk
export PLATFORM = sky130hd
export DESIGN_NAME = fixed_pri_arbiter_tree
export DESIGN_NICKNAME = fixed_pri_arbiter_tree
export VERILOG_FILES = /design/flow/design.v
export SDC_FILE = /design/flow/constraint.sdc
export NUM_CORES = 4
export LEC_CHECK = 1
export CORE_AREA = 10 10 70 70
export DIE_AREA = 0 0 80 80
$ cat constraint.sdc
current_design fixed_pri_arbiter_tree

set clk_period 7.0
set clk_io_pct 0.2

create_clock -name clk0 -period $clk_period

set non_clock_inputs [all_inputs -no_clocks]
set_input_delay [expr $clk_period * $clk_io_pct] -clock clk0 $non_clock_inputs
set_output_delay [expr $clk_period * $clk_io_pct] -clock clk0 [all_outputs]
$ cat design.v
package param_pkg;
  typedef enum logic [3:0] {
    IDLE,
    BUSY,
    SEND_DATA,
    RECV_DATA,
    SEND_REQUEST,
    RECV_REQUEST,
    SEND_RESPONSE,
    RECV_RESPONSE,
    SEND_SNOOP,
    RECV_SNOOP
  } state_t;
  typedef enum logic [2:0] {
    L1_IDLE,
    LOOKUP_LD,
    LOOKUP_ST
  } l1c_state_t;
  parameter TRANSIENT_STATE_WIDTH = 3;
  typedef enum logic [TRANSIENT_STATE_WIDTH-1:0] {
    IM,
    IS,
    SM,
    SI,
    MI,
    II
  } transient_state_t;
  typedef enum logic [3:0] {
    IDLE_C,
    HANDLE_CPU_LOAD_C,
    HANDLE_CPU_STORE_C,
    WAIT_SNOOP_C,
    HANDLE_SNOOP_REQ_C,
    HANDLE_SNOOP_DATA_C,
    HANDLE_A_RESP_C,
    HANDLE_A_DATA_C,
    HANDLE_WRITE_BACK_C,
    CHECK_ACK_A2C_C
  } fsm_c_state_t;
  typedef enum logic [3:0] {
    IDLE_B,
    ACQUIRE_C_B,
    ACQUIRE_A_B,
    CHECK_FWD_B,
    HANDLE_HIT_B,
    SEND_SNOOP_TO_C_B,
    READ_RESP_FROM_C_B,
    RECV_DATA_FROM_C_B,
    SEND_CRRESP_B,
    SEND_CDDATA_B,
    SEND_FWD_B
  } fsm_b_state_t;
  typedef enum logic [3:0] {
    IDLE_A,
    RECV_DATA_FROM_C_A,
    SEND_AW_REQ_A,
    SEND_AR_REQ_A,
    SEND_W_DATA_A,
    RECV_B_RESP_A,
    RECV_R_RESP_A,
    SEND_B_RESP_TO_C_A,
    SEND_R_RESP_TO_C_A,
    SEND_DATA_RESP_TO_C_A,
    WAIT_SNOOP_A,
    HANDLE_SNOOP_A
  } fsm_a_state_t;
  typedef enum logic [2:0] {
    IDLE_I,
    WAIT_DATA_I,
    WB_MEM_I,
    UNSET_DIR_I,
    SEND_B_RESP_I,
    WAIT_WACK_I
  } fsm_i_state_t;
  typedef enum logic [3:0] {
    IDLE_L,
    READ_INFO_L,
    SET_INFO_L,
    HANDLE_RC_L,
    RECV_SNOOP_RESP_L,
    WAIT_SNOOP_DATA_L,
    WRITE_BACK_L,
    HANDLE_RU_L,
    SEND_R_RESP_L,
    WAIT_RACK_L
  } fsm_l_state_t;
  typedef enum logic [1:0] {
    REPLACEMENT_OKAY,
    READ_UNIQUE_OKAY,
    READ_CLEAN_OKAY
  } response_a2c_t;
  typedef enum logic [1:0] {
    INVALID,
    VALID_CLEAN,
    VALID_DIRTY
  } response_c2b_t;
  typedef enum logic [1:0] {
    SNOOP_READ_UNIQUE,
    SNOOP_READ_CLEAN
  } snoop_req_t;
  typedef enum logic [2:0] {
    READ_CLEAN,
    READ_UNIQUE,
    READ_UNIQUE_HIT,
    EVICT,
    WRITE_BACK
  } transaction_type_t;
  typedef enum logic [0:0] {
    HANDLE_AW_ARB,
    HANDLE_W_ARB
  } arb_state_t;
  typedef enum logic [0:0] {
    HANDLE_CR_ARB,
    HANDLE_CD_ARB
  } arb_snoop_state_t;
  typedef enum logic [2:0] {
    READ_OP,
    SET_RU_OP,
    SET_RC_OP,
    EVICT_OP,
    WRITE_BACK_OP
  } op_dir_t;
  typedef enum logic [2:0] {
    IDLE_DIR,
    HANDLE_EVICT_DIR,
    HANDLE_WRITE_BACK_DIR,
    HANDLE_READ_INFO_DIR,
    HANDLE_SET_RU_DIR,
    HANDLE_SET_RC_DIR
  } dir_state_t;
  parameter N_CPU = 4;
  parameter MSHR_DEPTH = 1;
  parameter BYTES_PER_WORD = 8;
  parameter BYTES_PER_LINE = 32;
  parameter CPU_ID_WIDTH = $clog2(N_CPU);
  parameter MSHR_ID_WIDTH = (($clog2(MSHR_DEPTH)) > (1) ? ($clog2(MSHR_DEPTH)) : (1));
  parameter ID_WIDTH = MSHR_ID_WIDTH + CPU_ID_WIDTH;
  parameter RESP_WIDTH = 3;
  parameter DATA_WIDTH = 32;
  parameter STRB_WIDTH = DATA_WIDTH / 8;
  parameter ADDR_WIDTH = 32;
  parameter MEM_DEPTH = 2 ** ADDR_WIDTH;
  parameter CRRESP_WIDTH = 5;
  parameter bit [7:0] AR_LEN = ((BYTES_PER_LINE*8)/DATA_WIDTH) - 1;  
  parameter bit [2:0] AR_SIZE = $clog2(
      DATA_WIDTH / 8
  );   
  parameter bit [1:0] AR_BURST = 2'b01;   
  parameter bit [7:0] AW_LEN = ((BYTES_PER_LINE*8)/DATA_WIDTH) - 1;  
  parameter bit [2:0] AW_SIZE = $clog2(
      DATA_WIDTH / 8
  );   
  parameter bit [1:0] AW_BURST = 2'b01;   
  parameter OPERAND_WIDTH = 64;   
  parameter DCACHE_WORDS_PER_BLOCK = BYTES_PER_LINE / BYTES_PER_WORD;   
  parameter DCACHE_SETS = 64;
  parameter DCACHE_WAYS = 4;
  parameter DCACHE_BYTES_PER_WORD = 8;
  parameter DCACHE_BYTE_OFFSET = $clog2(DCACHE_BYTES_PER_WORD);
  parameter DCACHE_BLOCK_WIDTH = $clog2(DCACHE_WORDS_PER_BLOCK);
  parameter DCACHE_INDEX_WIDTH = (DCACHE_SETS == 1) ? 1 : $clog2(DCACHE_SETS);
  parameter DCACHE_TAG_WIDTH       = ADDR_WIDTH - DCACHE_INDEX_WIDTH - DCACHE_BLOCK_WIDTH - DCACHE_BYTE_OFFSET;
  parameter DCACHE_TAG_MSB = ADDR_WIDTH - 1;
  parameter DCACHE_TAG_LSB = DCACHE_INDEX_WIDTH + DCACHE_BLOCK_WIDTH + DCACHE_BYTE_OFFSET;
  parameter DCACHE_INDEX_MSB = DCACHE_TAG_LSB - 1;
  parameter DCACHE_INDEX_LSB = DCACHE_BLOCK_WIDTH + DCACHE_BYTE_OFFSET;
  parameter DCACHE_BLOCK_MSB = DCACHE_BLOCK_WIDTH + DCACHE_BYTE_OFFSET - 1;
  parameter DCACHE_BLOCK_LSB = DCACHE_BYTE_OFFSET;
  parameter TAGMEM_AW = DCACHE_INDEX_WIDTH;
  parameter TAGMEM_DW = DCACHE_WAYS * (DCACHE_TAG_WIDTH + 1 + 1 + 1) + $clog2(
      DCACHE_WAYS
  );   
  parameter TAGMEM_WRPTR_MSB = TAGMEM_DW - 1;
  parameter TAGMEM_WRPTR_LSB = TAGMEM_DW - $clog2(DCACHE_WAYS);
  parameter TAGMEM_WAY_WIDTH = DCACHE_TAG_WIDTH + 2 + 1;
  parameter TAGMEM_WAY_VALID = DCACHE_TAG_WIDTH;
  parameter TAGMEM_WAY_DIRTY = DCACHE_TAG_WIDTH + 1;
  parameter TAGMEM_WAY_OUTSTANDING = DCACHE_TAG_WIDTH + 2;
  parameter WAYMEM_AW = DCACHE_INDEX_WIDTH + DCACHE_BLOCK_WIDTH;
  parameter WAYMEM_DW = OPERAND_WIDTH;
  parameter DBUS_DW = 64;
  parameter DBUS_AW = 32;
  parameter DBUS_ISEL = DBUS_DW / 8;
  parameter MSHR_DW = TRANSIENT_STATE_WIDTH + DCACHE_TAG_WIDTH + DCACHE_INDEX_WIDTH;
  parameter MSHR_AW = MSHR_ID_WIDTH;
  parameter TRANSIENT_STATE_MSB = MSHR_DW - 1;
  parameter TRANSIENT_STATE_LSB = MSHR_DW - TRANSIENT_STATE_WIDTH;
  parameter MSHR_ADR_MSB = TRANSIENT_STATE_LSB - 1;
  parameter MSHR_ID_MSB = ID_WIDTH - 1;
  parameter MSHR_ID_LSB = MSHR_ID_MSB - MSHR_ID_WIDTH + 1;
  parameter L1_INTERNAL_DW = 64;
  parameter L1_INTERNAL_AW = 32;
  parameter MAIN_MEM_DW = BYTES_PER_WORD * 1;
  parameter MAIN_MEM_AW = 8;
  parameter MAIN_MEM_LINE_AW = MAIN_MEM_AW - $clog2(DCACHE_WORDS_PER_BLOCK);
  parameter DIR_MEM_WAYS = DCACHE_WAYS * N_CPU;
  parameter DIR_MEM_WAY_WIDTH = DCACHE_TAG_WIDTH + 1 + 1 + N_CPU;
  parameter DIR_MEM_DW = DIR_MEM_WAYS * DIR_MEM_WAY_WIDTH;
  parameter DIR_MEM_AW = DCACHE_INDEX_WIDTH;
  parameter DIR_MEM_VALID = DIR_MEM_WAY_WIDTH - 1;
  parameter DIR_MEM_DIRTY = DIR_MEM_VALID - 1;
  parameter DIR_MEM_SHARERS_MSB = DIR_MEM_DIRTY - 1;
  parameter DIR_MEM_SHARERS_LSB = DIR_MEM_SHARERS_MSB - N_CPU + 1;
  parameter AR_ID_WIDTH = ID_WIDTH;
  parameter AR_ADDR_WIDTH = ADDR_WIDTH;
  parameter AR_LINE_ADDR_WIDTH = DCACHE_TAG_WIDTH + DCACHE_INDEX_WIDTH;
  parameter AR_LEN_WIDTH = 8;
  parameter AR_SIZE_WIDTH = 3;
  parameter AR_BURST_WIDTH = 2;
  parameter AR_PROT_WIDTH = 3;
  parameter AR_SNOOP_WIDTH = 4;
  parameter AR_DOMAIN_WIDTH = 2;
  parameter AW_ID_WIDTH = ID_WIDTH;
  parameter AW_ADDR_WIDTH = ADDR_WIDTH;
  parameter AW_LINE_ADDR_WIDTH = DCACHE_TAG_WIDTH + DCACHE_INDEX_WIDTH;
  parameter AW_LEN_WIDTH = 8;
  parameter AW_SIZE_WIDTH = 3;
  parameter AW_BURST_WIDTH = 2;
  parameter AW_PROT_WIDTH = 3;
  parameter AW_SNOOP_WIDTH = 3;
  parameter AW_DOMAIN_WIDTH = 2;
  parameter CD_DATA_WIDTH = DATA_WIDTH;
  parameter CD_LEN = 8 * BYTES_PER_LINE / CD_DATA_WIDTH - 1;   
  parameter AC_PROT_WIDTH = 3;
  parameter AC_SNOOP_WIDTH = 4;
  parameter AC_ADDR_WIDTH = ADDR_WIDTH;
  parameter AR_Q_DATA_WIDTH = AR_ID_WIDTH + AR_ADDR_WIDTH + AR_LEN_WIDTH + AR_SIZE_WIDTH + AR_BURST_WIDTH + AR_PROT_WIDTH + AR_SNOOP_WIDTH + AR_DOMAIN_WIDTH;
  parameter AR_Q_DEPTH = MSHR_DEPTH * N_CPU;
  parameter AW_Q_DATA_WIDTH = AW_ID_WIDTH + AW_ADDR_WIDTH + AW_LEN_WIDTH + AW_SIZE_WIDTH + AW_BURST_WIDTH + AW_PROT_WIDTH + AW_SNOOP_WIDTH + AW_DOMAIN_WIDTH;
  parameter AW_Q_DEPTH = MSHR_DEPTH * N_CPU;
  parameter W_Q_DATA_WIDTH = DATA_WIDTH * (AW_LEN + 1);
  parameter W_Q_DEPTH = MSHR_DEPTH * N_CPU;
  parameter CR_Q_DATA_WIDTH = CRRESP_WIDTH;
  parameter CR_Q_DEPTH = N_CPU;
  parameter CD_Q_DATA_WIDTH = BYTES_PER_LINE * 8;
  parameter CD_Q_DEPTH = N_CPU;
  parameter AW_ID_MSB = AW_Q_DATA_WIDTH - 1;
  parameter AW_ID_LSB = AW_ID_MSB - AW_ID_WIDTH + 1;
  parameter AW_ADDR_MSB = AW_ID_LSB - 1;
  parameter AW_ADDR_LSB = AW_ADDR_MSB - AW_ADDR_WIDTH + 1;
  parameter AW_LINE_ADDR_MSB = AW_ADDR_MSB;
  parameter AW_LINE_ADDR_LSB = AW_LINE_ADDR_MSB - AW_LINE_ADDR_WIDTH + 1;
  parameter AW_LEN_MSB = AW_ADDR_LSB - 1;
  parameter AW_LEN_LSB = AW_LEN_MSB - AW_LEN_WIDTH + 1;
  parameter AW_SIZE_MSB = AW_LEN_LSB - 1;
  parameter AW_SIZE_LSB = AW_SIZE_MSB - AW_SIZE_WIDTH + 1;
  parameter AW_BURST_MSB = AW_SIZE_LSB - 1;
  parameter AW_BURST_LSB = AW_BURST_MSB - AW_BURST_WIDTH + 1;
  parameter AW_PROT_MSB = AW_BURST_LSB - 1;
  parameter AW_PROT_LSB = AW_PROT_MSB - AW_PROT_WIDTH + 1;
  parameter AW_SNOOP_MSB = AW_PROT_LSB - 1;
  parameter AW_SNOOP_LSB = AW_SNOOP_MSB - AW_SNOOP_WIDTH + 1;
  parameter AW_DOMAIN_MSB = AW_SNOOP_LSB - 1;
  parameter AW_DOMAIN_LSB = AW_DOMAIN_MSB - AW_DOMAIN_WIDTH + 1;
  parameter AR_ID_MSB = AR_Q_DATA_WIDTH - 1;
  parameter AR_ID_LSB = AR_ID_MSB - AR_ID_WIDTH + 1;
  parameter AR_ADDR_MSB = AR_ID_LSB - 1;
  parameter AR_ADDR_LSB = AR_ADDR_MSB - AR_ADDR_WIDTH + 1;
  parameter AR_LINE_ADDR_MSB = AR_ADDR_MSB;
  parameter AR_LINE_ADDR_LSB = AR_LINE_ADDR_MSB - AR_LINE_ADDR_WIDTH + 1;
  parameter AR_LEN_MSB = AR_ADDR_LSB - 1;
  parameter AR_LEN_LSB = AR_LEN_MSB - AR_LEN_WIDTH + 1;
  parameter AR_SIZE_MSB = AR_LEN_LSB - 1;
  parameter AR_SIZE_LSB = AR_SIZE_MSB - AR_SIZE_WIDTH + 1;
  parameter AR_BURST_MSB = AR_SIZE_LSB - 1;
  parameter AR_BURST_LSB = AR_BURST_MSB - AR_BURST_WIDTH + 1;
  parameter AR_PROT_MSB = AR_BURST_LSB - 1;
  parameter AR_PROT_LSB = AR_PROT_MSB - AR_PROT_WIDTH + 1;
  parameter AR_SNOOP_MSB = AR_PROT_LSB - 1;
  parameter AR_SNOOP_LSB = AR_SNOOP_MSB - AR_SNOOP_WIDTH + 1;
  parameter AR_DOMAIN_MSB = AR_SNOOP_LSB - 1;
  parameter AR_DOMAIN_LSB = AR_DOMAIN_MSB - AR_DOMAIN_WIDTH + 1;
endpackage
module fixed_pri_arbiter_tree #(
    parameter int N = 32,
    localparam int LEVELS = $clog2(N)
) (
    input  logic [N-1:0] req,
    output logic [N-1:0] gnt
);
  logic [N-1:0] req_tree[0:LEVELS];
  logic [N-1:0] gnt_tree[0:LEVELS];
  assign req_tree[0] = req;
  genvar l, i;
  generate
    for (l = 0; l < LEVELS; l++) begin : LEVEL_UP
      for (i = 0; i < (N >> (l + 1)); i++) begin : NODE
        wire [1:0] pair_req;
        assign pair_req[0] = req_tree[l][2*i];
        assign pair_req[1] = req_tree[l][2*i+1];
        assign req_tree[l+1][i] = |pair_req;
        assign gnt_tree[l][2*i] = pair_req[0];
        assign gnt_tree[l][2*i+1] = ~pair_req[0] & pair_req[1];
      end
    end
  endgenerate
  logic [N-1:0] enable_tree[0:LEVELS];
  assign enable_tree[LEVELS][0] = 1'b1;
  generate
    for (l = LEVELS - 1; l >= 0; l--) begin : LEVEL_DOWN
      for (i = 0; i < (N >> (l + 1)); i++) begin : NODE
        wire en = enable_tree[l+1][i];
        assign enable_tree[l][2*i]   = en & gnt_tree[l][2*i];
        assign enable_tree[l][2*i+1] = en & gnt_tree[l][2*i+1];
      end
    end
  endgenerate
  assign gnt = enable_tree[0];
endmodule
==> flow_summary.toml <==
# yosys + openroad results
[run_status]
outcome = "finished clean"

[routing]
antenna_left = 0
insertedDiodeCount = 0
drt-initial-drc-count = 31
totalWireLength_mm = 2.37
firstDrtPassIters = 4
drc_errors = 0
wl_per_cell_um = 13.2
vias_per_cell = 4.15
dr_total_vias = 742

[pwr]
power.density_nw_per_um2 = 29.1
switching_share = 0.362
irDropWorstVdd_uv = 10.4
p_int_w = 0.0000211
switchingPower_w = 0.0000120
seq_power_share = 0
p_leak_nw = 0.363
pwr-share-clk = 0
p_comb_frac = 1.000

[synthesis]
synthMostInstantiatedCell = "nor3_1"
ys_seq_share = 0
yosysTopAreaCellShare = 0.214
synth.yosys.warnings = 4
top_cells_by_area = "nor3_1 21%, nor4_2 11%, nand3_1 6.4%"
top_area_cell = "nor3_1"
syn_area_um2 = 467
synthCells = 73
ys_area_um2 = 467
avgSynthCellArea_um2 = 6.39
top_cells_by_count = "20 x nor3_1, 7 x inv_1, 6 x nand3_1"
ys_types = 23
synth_stat.cells = 73

[grt]
grt_pass1_wl_mm = 3.63
gr-total-overflow = 0
grt_use_total = 0.0683
grt_start_max_net_pins = 21
grt_pass1_vias = 764
antenna_found_initial = 0

[die]
die_y_um = 80
core-area_um2 = 3420
ios = 64
die_x_um = 80
fp_util = 0.137
rows = 21
die_area_um2 = 6400

[setup_path]
crit_chain = "clkdlybuf4s50_1 -> nor4_4 -> nand4_2 -> nor4b_4 -> clkdlybuf4s50_1"
start_kind = "input pin"
cp_common_cell = "clkdlybuf4s50_1"
slowest_stage = "nand4_2"
worstSetupPathType = "input pin to output port"
cp.depth = 5
cp_max_fo = 20
path_buffers = 2
critPathMaxStageDelay_ns = 0.54
critPathArrivalTime_ns = 3.78
cp-end-kind = "output port"
critPathTopFamily = "simple AND/OR/NAND/NOR gates"
crit_required_ns = 5.60

[final_timing]
fin_crit_ns = 5.18
final.period_utilization = 0.740
setup_tns_ns = 0
fmax_ghz = 0.193
worstMarginPinSlew_ns = 0.606
finalHoldViolations = 0
grt_setup_unrepaired = "false"
drv_slew = 0
setup_viol = 0
slew_headroom = 0.595
fin_ws_ns = 1.82

[placement]
dpl_cell_area_um2 = 1140
place_congestion = 0.724
pre_cts_slack_ns = 1.78
numPortBuffers = 64
dp_cells = 179
hpwl_mm = 2.12

[finish]
n_fill_cell = 371
n_clock_buffer = 0
flops = 0
final_cells = 179
drive_above_1_share = 0.0526
seqCellArea_um2 = 0
final_area_um2 = 1140
areaGrowthSynthToFinish_pct = 145
combGateArea_um2 = 417

[cts]
cts_hold_buf = 0
post_cts_buffers = 0
cts_resized = 0

[flow_run]
cap_viol_max_count = 0
warning_count = 32

[hold_path]
holdPathStages = 4
hold_class = "input pin to output port"
==> final cells by class <==
| class | instances | area share |
|---|---|---|
| Inverter | 7 | 0.0230 |
| Tap cell | 46 | 0.0504 |
| Timing Repair Buffer | 64 | 0.561 |
| Multi-Input combinational cell | 62 | 0.365 |
==> placed cells by master (no fill, tap or decap) <==
| cell type | netlist | layout |
|---|---|---|
| nor4_4 | 1 | 1 |
| nand4b_1 | 2 | 2 |
| and2_1 | 2 | 2 |
| inv_1 | 7 | 7 |
| and3b_1 | 2 | 2 |
| nand4_1 | 1 | 1 |
| nand2_1 | 4 | 4 |
| and3_1 | 3 | 3 |
| nand4_2 | 1 | 1 |
| nand3b_1 | 1 | 1 |
| nor4_2 | 4 | 4 |
| nor3_1 | 20 | 20 |
| nor3b_1 | 3 | 3 |
| nor2b_1 | 1 | 1 |
| nor2_1 | 5 | 5 |
| nor4b_1 | 2 | 2 |
| nor4_1 | 2 | 2 |
| nor4b_4 | 1 | 1 |
| nand3_1 | 6 | 6 |
| nand2b_1 | 1 | 1 |
| clkdlybuf4s50_1 | 0 | 64 |
==> cells by family after synthesis <==
group,count (synthesis),synth area share
buf+inv,11,0.107
simple gates,62,0.893
==> final timing paths <==
| check | startpoint | endpoint | slack [ns] |
|---|---|---|---|
| setup / recovery | req[0] | gnt[14] | 1.82 |
| hold / removal | req[29] | gnt[29] | 3.73 |
==> metrics by stage <==
| step | hold WS, ns | power [W] | util |
|---|---|---|---|
| 3_3_place_gp | 3.73 | 0.0000328 | 0.334 |
| 5_1_grt | 3.78 | 0.0000359 | 0.334 |
| 2_1_floorplan | 2.81 | 0.00000677 | - |
| 4_1_cts | 3.74 | 0.0000334 | 0.334 |
| 6_report | 3.73 | 0.0000332 | 0.334 |
| 3_5_place_dp | 3.74 | 0.0000332 | 0.334 |
==> power by group through the flow <==
stage                 clock network, W   logic, W  registers [W]
after CTS                            0  0.0000334              0
after global routing                 0  0.0000359              0
final                                0  0.0000332              0
==> tightest hold or removal path: cells and delay by family <==
family | cells | cell delay, ns
buffers and inverters | 2 | 0.83
and+or+nand+nor | 2 | 0.10
==> per-layer routing <==
metal	routed length (um)	track usage
met5	0	0
met3	271	0.0307
met1	965	0.0798
met4	0	0
met2	1130	0.119
Power and IR drop assume default switching activity.
